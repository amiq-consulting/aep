`flow/design.v`:
```
`timescale 1ns / 1ps
module irq_generator(
    input             clock,
    input             reset_n,
    input             serial_data_in,
    input      [15:0] min_ping,
    input      [15:0] max_ping,
    input      [15:0] sync_time,
    input             load,
    output reg        ping_irq,
    output reg        sync_irq
);
    localparam IDLE_STATE = 1'b0;
    localparam RUNNING_STATE = 1'b1;
    reg state_reg;
    always @(posedge clock or negedge reset_n)
        if (!reset_n)
            state_reg <= IDLE_STATE;
        else if (load)
            state_reg <= RUNNING_STATE;
    reg [15:0] min_ping_reg;
    reg [15:0] max_ping_reg;
    reg [15:0] sync_time_reg;
    reg [15:0] ping_counter_reg;
    reg [15:0] sync_counter_reg;
    reg        serial_data_reg;
    always @(posedge clock or negedge reset_n)
        if (!reset_n)
            min_ping_reg <= 0;
        else if (load)
            min_ping_reg <= min_ping;
    always @(posedge clock or negedge reset_n)
        if (!reset_n)
            max_ping_reg <= 0;
        else if (load)
            max_ping_reg <= max_ping;
    always @(posedge clock or negedge reset_n)
        if (!reset_n)
            sync_time_reg <= 0;
        else if (load)
            sync_time_reg <= sync_time;
    always @(posedge clock or negedge reset_n)
        if (!reset_n)
            ping_counter_reg <= 0;
        else if (!serial_data_in)
            ping_counter_reg <= 0;
        else
            ping_counter_reg <= ping_counter_reg + 1;
    always @(posedge clock or negedge reset_n)
        if (!reset_n)
            sync_counter_reg <= 0;
        else if (state_reg == RUNNING_STATE && !serial_data_in || sync_counter_reg == sync_time_reg)
            sync_counter_reg <= 0;
        else
            sync_counter_reg <= sync_counter_reg + 1;
    always @(posedge clock or negedge reset_n)
        if (!reset_n)
            serial_data_reg <= 0;
        else
            serial_data_reg <= serial_data_in;
    wire irq_falling_edge = (serial_data_reg & ~serial_data_in) && (state_reg == RUNNING_STATE);
    always @(posedge clock or negedge reset_n)
        if (!reset_n)
            ping_irq <= 0;
        else if (irq_falling_edge && ping_counter_reg >= min_ping_reg
                                  && ping_counter_reg <= max_ping_reg)
            ping_irq <= 1;
        else
            ping_irq <= 0;
    always @(posedge clock or negedge reset_n)
        if (!reset_n)
            sync_irq <= 0;
        else if (state_reg == RUNNING_STATE && sync_counter_reg == sync_time_reg)
            sync_irq <= serial_data_in;
        else
            sync_irq <= 0;
endmodule
```
`flow/config.mk`:
```
export PLATFORM = sky130hd
export DESIGN_NAME = irq_generator
export DESIGN_NICKNAME = irq_generator
export VERILOG_FILES = /design/flow/design.v
export SDC_FILE = /design/flow/constraint.sdc
export NUM_CORES = 4
export LEC_CHECK = 1
export CORE_UTILIZATION = 40
```
`flow/constraint.sdc`:
```
current_design irq_generator

set clk_period 3.0
set clk_io_pct 0.2

create_clock -name clk0 -period $clk_period [get_ports {clock}]

set non_clock_inputs [all_inputs -no_clocks]
set_input_delay [expr $clk_period * $clk_io_pct] -clock clk0 $non_clock_inputs
set_output_delay [expr $clk_period * $clk_io_pct] -clock clk0 [all_outputs]
```
`flow/run.sh`:
```
#!/bin/bash
# OpenROAD 26Q1-2900-gdf79404cd8, Yosys 0.63+post, stock flow scripts
make -C /OpenROAD-flow-scripts/flow DESIGN_CONFIG=/design/flow/config.mk WORK_HOME=/design/flow/orfs finish
```
==> notes.md <==
yosys + openroad results -> register area approximately 2100 um^2, post-cts hold buffer count 0, WP data required between 3 and 4 ns, TritonCTS Buffers 9, root buffer cell clkbuf_8, CTS tree yes, max cap viols 0, Post-Route WL 8390 um, Power Dens Cells ~470 nW/um^2, H-Tree Depth 3, critical-path maximum fanout 8, cell count listed in synth_stat.txt around 420, largest net degree at the start of global routing 49, Int Power between 1.5 and 2 mW, IO Count approximately 54, Post-synth EDFFs 0, initial drt markers between 70 and 80, Power, Total between 2 and 2.5 mW, worst min-delay path category in2async, most frequent cells after synthesis dfrtp_1, nand2_1, inv_1, xnor2_1, layout cells sized above 1 0.0892, YS chip area 4270 um^2, Largest stage delay, worst path between 0.5 and 0.6 ns, WS Path Type reg2reg, Post-synth top flop dfrtp_1, synthesized instance count between 400 and 500, grt ovf 0, core area slightly above 10000 um^2, Remaining DRCs 0, Flops after synth roughly 84, FF-to-FF setup slack around 0.80 ns, cycle use final 0.733, per-cell routed wire length 13.6 um, Crit. Startpoint ping_counter_reg[10], worst flop-to-flop path endpoint ping_irq, vias per cell ~4.8, die area about 11000 um^2, reg2reg path depth 5, CTS Sinks 84, worst vdd ir between 300 and 400 uV, CP max stage cell or4_1, Routed Antenna Nets 0, hold violation count in the final report 0, Pleak approximately 2.4 nW, unique cell type count in the Yosys netlist 31, Late-Pin Clk Latency roughly 0.35 ns, Rel. slew slack 0.479, reg2reg start ping_counter_reg[10], CP cell instances ha_1 > nand4_1 > or4_1 > or4_1 > a22oi_1, Resize count post-CTS 0, final worst path period need about 2.2 ns, Vias 2982, Syn Std Cell Area between 4000 and 5000 um^2, tool warnings 25, sequential share of power 0.508, count leader, synth dfrtp_1, CP most frequent cell or4_1, FP Rows 37, Tot GR Track Use 0.168, Worst-Margin Slew about 0.78 ns, post-synthesis async set-or-reset flop share 1.00, Fin Clk Skew 0.00737 ns, crit path capture ping_irq, initial antenna violation count 0, register area share after synthesis 0.492, design area just over 5000 um^2, P&R area growth vs syn 21.2%, CP Capture Type flip-flop, dominant cells by area after synthesis dfrtp_1, ha_1, xnor2_1, Sw Ratio 0.241, fp_density 0.414, dpl ws ~0.8 ns, Yosys Warn Count 1, hpwl dp between 6000 and 7000 um, status complete, no violations, Util after Layout 0.501, Reg clk slew, reported paths ~0.09 ns, final RePlAce weighted congestion between 0.8 and 0.9, RSZ-0062 raised after global routing no, Clk pwr share 0.370, logic area between 1500 and 2000 um^2, # fillers approximately 920, synthesized area per cell 10.1 um^2, setup repair bufs after CTS 0, Comb power frac 0.122, DP Area about 5000 um^2, Die Y roughly 110 um, die width around 110 um, final setup violation count 0, Yosys top cell area share 0.492, setup slack after layout 0.802 ns, port buffer count around 53, Slew Viols, Final 0, clock buffer depth 2, setup TNS 0 ns, Startpoint Class flip-flop, Max Freq 455 MHz, Crit path arrival time approximately 2.5 ns, Pre-antenna DRT Iters 4, first-pass GRT wire length roughly 14000 um, Synth area leader dfrtp_1, ant diodes 0, vias in the first global route roughly 3100, Switching Power just under 600 uW
-- area by class of cell --
| class | count | area share |
|---|---|---|
| Clock buffer | 10 | 0.0266 |
| Timing Repair Buffer | 58 | 0.108 |
| Inverter | 36 | 0.0261 |
| Clock inverter | 6 | 0.0167 |
| Tap cell | 136 | 0.0329 |
| Multi-Input combinational cell | 288 | 0.383 |
| Sequential cell | 84 | 0.406 |
-- per-stage QoR --
stage	hold WS [ns]	instances
after detailed placement	0.471	602
final	0.200	618
after CTS	0.211	618
after global placement	0.467	602
after global routing	0.232	618
after floorplan	0.304	421
-- worst max-delay path, delay by kind of cell (launching register included) --
kind                       cells  cell delay, ns
adders and majority gates      1            0.34
AOI/OAI and AO/OA              1            0.16
DFF                            1            0.47
and+or+nand+nor                3            1.15
-- power groups by stage --
stage,Sequential (mW),Combinational (mW),Clock (mW)
4_1_cts,1.23,0.303,0.927
5_1_grt,1.24,0.337,0.971
6_report,1.23,0.295,0.898
-- how the worst min path moves through the flow --
stage | startpoint | to | slack [ns] | cells past startpoint
4_1_cts | reset_n | max_ping_reg[0] | 0.21 | 1
5_1_grt | reset_n | min_ping_reg[14] | 0.23 | 1
6_report | reset_n | min_ping_reg[14] | 0.20 | 1
-- cell usage in the layout (no fill, tap or decap), drive strengths merged, types with 3 or more instances in the layout --
master and instances:
nor2 24, xnor2 36, and3 5, inv 37, nor3 3, xor2 8, buf 7, clkdlybuf4s50 51
nand4 14, ha 34, mux2 18, a21oi 13, and2 18, dfrtp 84, o21ai 34, nand3 12
a21o 4, nand2 46, clkbuf 10
-- metal layers --
| layer | routed length [um] | global-route usage | up-vias | share of wire |
|---|---|---|---|---|
| li1 | - | - | 1520 | - |
| met1 | 3910 | 0.247 | 1410 | 0.47 |
| met2 | 4110 | 0.279 | 43 | 0.49 |
| met3 | 296 | 0.0265 | 9 | 0.035 |
| met4 | 78 | 0.0211 | 0 | 0.0093 |
| met5 | 0 | 0 | - | 0 |
-- logic make-up after synthesis --
group	count (synthesis)	synth area share
muxes	18	0.0475
adders and majority gates	34	0.0996
AOI/OAI and AO/OA	58	0.0747
xor gates and xnor gates	44	0.0902
DFF	84	0.492
and+or+nand+nor	134	0.153
buffers and inverters	49	0.0433
Power figures rest on the tool's default switching activity, not on a simulated workload.

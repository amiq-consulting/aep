==> ./design.v <==
`timescale 1ns / 1ps
module pattern_matcher(
    input             clock,
    input             reset_n,
    input             serial_data_in,
    input       [7:0] pattern,
    input             load,
    input             read,
    input             read_and_clear,
    output reg        serial_data_out,
    output reg        match,
    output reg [31:0] bit_count,
    output reg [31:0] match_count
);
    localparam IDLE_STATE = 1'b0;
    localparam RUNNING_STATE = 1'b1;
    reg state_reg;
    always @(posedge clock or negedge reset_n)
        if (!reset_n)
            state_reg <= IDLE_STATE;
        else if (load)
            state_reg <= RUNNING_STATE;
    reg  [7:0] shift_reg;
    reg  [7:0] pattern_reg;
    reg [31:0] bit_counter_reg;
    reg [31:0] match_counter_reg;
    wire [7:0] shift_nxt   = { shift_reg[6:0], serial_data_in };
    wire       match_found = (shift_nxt == pattern_reg) && (state_reg == RUNNING_STATE);
    always @(posedge clock or negedge reset_n)
        if (!reset_n)
            shift_reg <= 0;
        else
            shift_reg <= shift_nxt;
    always @(posedge clock or negedge reset_n)
        if (!reset_n)
            pattern_reg <= 0;
        else if (load)
            pattern_reg <= pattern;
    always @(posedge clock or negedge reset_n)
        if (!reset_n)
            bit_counter_reg <= 0;
        else if (read_and_clear)
            bit_counter_reg <= 0;
        else
            bit_counter_reg <= bit_counter_reg + 1;
    always @(posedge clock or negedge reset_n)
        if (!reset_n)
            match_counter_reg <= 0;
        else if (read_and_clear)
            match_counter_reg <= 0;
        else if (match_found)
            match_counter_reg <= match_counter_reg + 1;
    always @(posedge clock or negedge reset_n)
        if (!reset_n)
            serial_data_out <= 0;
        else
            serial_data_out <= serial_data_in;
    always @(posedge clock or negedge reset_n)
        if (!reset_n)
            match <= 0;
        else
            match <= match_found;
    always @(posedge clock or negedge reset_n)
        if (!reset_n)
            bit_count <= 0;
        else if (read || read_and_clear)
            bit_count <= bit_counter_reg;
    always @(posedge clock or negedge reset_n)
        if (!reset_n)
            match_count <= 0;
        else if (read || read_and_clear)
            match_count <= match_counter_reg;
endmodule
==> ./run.sh <==
#!/bin/bash
# OpenROAD 26Q1-2900-gdf79404cd8, Yosys 0.63+post, stock flow scripts
make -C /OpenROAD-flow-scripts/flow DESIGN_CONFIG=/design/flow/config.mk WORK_HOME=/design/flow/orfs finish
==> ./config.mk <==
export PLATFORM = sky130hd
export DESIGN_NAME = pattern_matcher
export DESIGN_NICKNAME = pattern_matcher
export VERILOG_FILES = /design/flow/design.v
export SDC_FILE = /design/flow/constraint.sdc
export NUM_CORES = 4
export LEC_CHECK = 1
export CORE_UTILIZATION = 40
==> ./constraint.sdc <==
current_design pattern_matcher

set clk_period 6.5
set clk_io_pct 0.2

create_clock -name clk0 -period $clk_period [get_ports {clock}]

set non_clock_inputs [all_inputs -no_clocks]
set_input_delay [expr $clk_period * $clk_io_pct] -clock clk0 $non_clock_inputs
set_output_delay [expr $clk_period * $clk_io_pct] -clock clk0 [all_outputs]
==> reports/qor.yml <==
cts_setup_buffers: 0
yosysChipArea_um2: 6212
cap_violations: 0
grt_pass1_vias: 4177
fmax_mhz: 278.9
reg2reg_slack_ns: 3.82
io_pins: 80
ctsResizeCount: 0
drtAntennaViolNets: 0
startpoint_type: "input pin"
nFillCells: 1263
dieArea_um2: 16030
drc: 0
yosys_warnings: 1
yosysSeqAreaShare_pct: 58.41
grt_pass1_wl_um: 20820
tightest_slew_ns: 0.8172
clkTransAtPathRegs_ns: 0.06
r2r_cells: 5
fin_skew_ns: 0.006991
num_rows: 45
core_area_um2: 15200
ir_worst_vdd_v: 0.0001634
wl_per_cell_um: 14.63
vias: 4247
avgViaCountPerCell: 5.217
common_cells: "145 x dfrtp_1, 66 x mux2_2, 42 x nor2_1"
top_cells_by_area: "dfrtp_1 58%, mux2_2 12%, xnor2_1 4.5%"
seq_area_um2: 3628
clock_path_buffers: 2
required_ns: 6.83
antennaDiodeCount: 0
min_to: "shift_reg[5]"
r2r_end: "match_counter_reg[29]"
relSlewSlack_pct: 45.39
drive_above_1_share_pct: 17.57
arrival_ns: 3.92
synth-cells-yosys: 533
min_path_type: "flop to flop"
area_growth_pct: 25.86
min_from: "shift_reg[4]"
synth_area_um2: 6212
netlist.area_leader.share_pct: 58.41
logic_area_um2: 2451
synth_cells: 533
die_y_um: 126.6
fin_crit_sh_pct: 55.17
power_density_nw_per_um2: 258.5
ys_types: 33
setup_violations: 0
critPathMaxFanout: 25
ys.flop_type: "dfrtp_1"
postSynth.asyncResetShare_pct: 100.0
final-hold-violation-count: 0
antenna_found_initial: 0
cts_buffers: 17
grt.total_usage_pct: 16.55
critical_path_class: "input pin to flop"
status: "finished, final reports clean"
grt_max_degree: 68
r2r-start: "pattern_reg[3]"
ctsHtreeMaxLevel: 4
hold_buffers: 0
io_buffers: 79
syn_avg_cell_area_um2: 11.66
wl_um: 11910
place.gp.congestion: 0.8402
final-max-slew-violation-count: 0
clock_sinks: 145
grt_overflow: 0
crit_path_end_kind: "flop"
hpwlAfterDp_um: 7625
drt_iter0_markers: 295
ys_ff: 145
cts-root-buf: "clkbuf_16"
synth_top_cell_by_area: "dfrtp_1"
cts_tree: "built"
fp.dieW_um: 126.6
warning_count: 25
first_pass_iters: 4
edf_count: 0
holdPathStages: 0
clkLatencyLatePin_ns: 0.41
totalNegativeSetupSlack_ns: 0
power.leakage_nw: 3.280
fin_crit_ns: 3.586
yosys.cell_count.top_type: "dfrtp_1"
fp_util_pct: 40.86
rsz0062_at_grt: "no"
power_w: 0.002021
[per-layer routing]
layer  vias to the layer above  global-route usage [%]  wire, um
met3                        20                   3.567       591
met1                      2068                   28.16      5999
li1                       2055                       -         -
met5                         -                       0         0
met4                         0                   2.764       227
met2                       104                   23.07      5091
[how the worst max path moves through the flow]
stage         slack [ns]                     to  cells after the start      startpoint
CTS                 2.94  match_counter_reg[29]                      6  serial_data_in
global route        2.74  match_counter_reg[27]                      6  serial_data_in
finish              2.91  match_counter_reg[29]                      6  serial_data_in
[kinds of logic (layout without fill, tap and decap cells)]
family,Yosys count,in the layout,share of synthesized area [%]
and+or+nand+nor,184,184,15.75
DFF,145,145,58.41
muxes,66,66,11.96
AOI/OAI and AO/OA,59,59,5.297
xor gates and xnor gates,42,42,5.921
buffers and inverters,35,128,2.256
adders and majority gates,2,2,0.4028
[cells in the final DEF (no fill, tap or decap), types with 11 or more instances in the layout]
| master | instances |
|---|---|
| nor2_1 | 41 |
| o21ai_0 | 20 |
| or3_1 | 14 |
| or4_1 | 12 |
| nand4_1 | 15 |
| xnor2_1 | 32 |
| nor4_1 | 12 |
| clkbuf_16 | 17 |
| a21oi_1 | 26 |
| inv_1 | 11 |
| mux2_2 | 66 |
| nand3_1 | 21 |
| clkdlybuf4s50_1 | 77 |
| dfrtp_1 | 145 |
| o31ai_1 | 12 |
| nand2_1 | 32 |
[power by group]
part	switching (W)	internal [W]	total [W]
combinational	0.0000464	0.0000303	0.0000768
clock	0.000368	0.000654	0.00102
sequential	0.00000853	0.000914	0.000922
total	0.000423	0.00160	0.00202
[worst max-delay path, cell delays in order]
cell             delay, ns
clkdlybuf4s50_1       0.49
xnor2_1               0.14
nand4_2               0.26
or4_1                 0.93
or4_1                 0.62
a21oi_1               0.17
[stage by stage]
step                instances  hold WS, ns  util (%)  setup WS (ns)  area (um2)
finish                    814       0.3938     51.43          2.914        7819
global route              814       0.4141     51.43          2.736        7819
CTS                       814       0.3995     51.43          2.940        7819
detailed placement        782       0.3808     47.28          2.533        7188
global placement          782       0.3822     47.28          2.576        7188
floorplan                 533       0.3727         -          3.346        6212
[final cells by class]
class	instances	share of cell area [%]
timing repair buffer	85	10.64
tap	188	3.008
multi-input combinational	353	31.35
clock inverter	12	2.352
sequential	145	46.41
inverter	11	0.5281
clock buffer	20	5.713

==> flow/run.sh <==
#!/bin/bash
# OpenROAD 26Q1-2900-gdf79404cd8, Yosys 0.63+post, stock flow scripts
make -C /OpenROAD-flow-scripts/flow DESIGN_CONFIG=/design/flow/config.mk WORK_HOME=/design/flow/orfs finish
==> flow/config.mk <==
export PLATFORM = sky130hd
export DESIGN_NAME = ex_p2s
export DESIGN_NICKNAME = ex_p2s
export VERILOG_FILES = /design/flow/design.v
export SDC_FILE = /design/flow/constraint.sdc
export NUM_CORES = 4
export LEC_CHECK = 1
export CORE_UTILIZATION = 40
==> flow/constraint.sdc <==
current_design ex_p2s

set clk_period 5.3
set clk_io_pct 0.2

create_clock -name clk0 -period $clk_period [get_ports {clk}]

set non_clock_inputs [all_inputs -no_clocks]
set_input_delay [expr $clk_period * $clk_io_pct] -clock clk0 $non_clock_inputs
set_output_delay [expr $clk_period * $clk_io_pct] -clock clk0 [all_outputs]
==> flow/design.v <==
module ex_p2s(
      clk    ,
      rst_n  ,
      cmd    ,
      rnw    ,
      addr   ,
      data_in,
      busy   ,
      sdata
   );
   input clk;
   input rst_n;
   input cmd;
   input rnw;
   input [7:0] addr;
   input [7:0] data_in;
   output wire busy;
   output wire sdata;
   wire [16:0] buf_data;
   reg [24:0] sr_1, sr_2;
   reg[1:0] sr_has_data;
   reg[4:0] sr_cnt;
   reg[1:0] tx_state, tx_next_state;
   wire[3:0] crc, initial_crc;
   assign buf_data = rnw?{rnw,addr,8'h5A}:{rnw,addr,data_in};
   assign initial_crc = 4'hC;
   assign crc[0] = buf_data[15] ^ buf_data[11] ^ buf_data[10] ^ buf_data[9] ^ buf_data[8] ^ buf_data[6] ^ buf_data[4] ^ buf_data[3] ^ buf_data[0] ^ initial_crc[2];
   assign crc[1] = buf_data[16] ^ buf_data[15] ^ buf_data[12] ^ buf_data[8] ^ buf_data[7] ^ buf_data[6] ^ buf_data[5] ^ buf_data[3] ^ buf_data[1] ^ buf_data[0] ^ initial_crc[2] ^ initial_crc[3];
   assign crc[2] = buf_data[16] ^ buf_data[13] ^ buf_data[9] ^ buf_data[8] ^ buf_data[7] ^ buf_data[6] ^ buf_data[4] ^ buf_data[2] ^ buf_data[1] ^ initial_crc[0] ^ initial_crc[3];
   assign crc[3] = buf_data[14] ^ buf_data[10] ^ buf_data[9] ^ buf_data[8] ^ buf_data[7] ^ buf_data[5] ^ buf_data[3] ^ buf_data[2] ^ initial_crc[1];
   assign busy = (sr_has_data[0] && sr_has_data[1]);
   assign sdata = (tx_state == 0)?0:(tx_state == 1)?sr_1[24]:(tx_state == 2)?sr_2[24]:0;
   always@(tx_state or sr_has_data or sr_cnt) begin
      case(tx_state)
         0: begin
            if (sr_has_data[0])
               tx_next_state = 1;
            else if (sr_has_data[1])
               tx_next_state = 2;
            else
               tx_next_state = 0;
         end
         1 : begin
            if (sr_cnt == 23) begin
               if (sr_has_data[1])
                  tx_next_state = 2;
               else
                  tx_next_state = 0;
            end else
               tx_next_state = 1;
         end
         2 : begin
            if (sr_cnt == 23) begin
               if (sr_has_data[0])
                  tx_next_state = 1;
               else
                  tx_next_state = 0;
            end else
               tx_next_state = 2;
         end
      endcase
   end
   always @(posedge clk) begin
      if (!rst_n)
         tx_state <= 0;
      else
         tx_state <= tx_next_state;
   end
   always@(posedge clk) begin
      if (!rst_n) begin
         sr_cnt <= 0;
      end else begin
         case(tx_state)
            0:       sr_cnt <= 0;
            1 : sr_cnt <= (sr_cnt == 24)?0:(sr_cnt + 1);
            2 : sr_cnt <= (sr_cnt == 24)?0:(sr_cnt + 1);
            default             : sr_cnt <= 0;
         endcase
      end
   end
   always@(posedge clk) begin
      if (!rst_n) begin
         sr_1 <= 0;
         sr_2 <= 0;
         sr_has_data <= 0;
      end else begin
         case(tx_state)
            0: begin
               if (cmd) begin
                  if (sr_has_data[0] == 0) begin
                      sr_1 <= {4'hC, buf_data, crc};
                      sr_has_data[0] <= 1;
                  end else begin
                      sr_2 <= {4'hC, buf_data, crc};
                      sr_has_data[1] <= 1;
                  end
               end else begin
                  sr_1 <= sr_1;
                  sr_2 <= sr_2;
                  sr_has_data <= 0;
               end
            end
            1 : begin
               sr_has_data[0] <= (sr_cnt != 24);
               sr_1 <= sr_1 << 1;
               if (cmd && sr_has_data[1] == 0) begin
                  sr_2 <= {4'hC, buf_data, crc};
                  sr_has_data[1] <= 1;
               end else begin
                  sr_2 <= sr_2;
                  sr_has_data[1] <= sr_has_data[1];
               end
            end
            2 : begin
               sr_has_data[1] <= (sr_cnt != 24);
               sr_2 <= sr_2 << 1;
               if (cmd && sr_has_data[0] == 0) begin
                  sr_1 <= {4'hC, buf_data, crc};
                  sr_has_data[0] <= 1;
               end else begin
                  sr_1 <= sr_1;
                  sr_has_data[0] <= sr_has_data[0];
               end
            end
         endcase
      end
   end
endmodule
==> qor.txt <==
RePlAce Congestion: 0.8003
Total die size: 0.008082 mm²
Post CTS Setup Buffer Count: 0
Dominant flop cell: dfxtp_1
Antenna Diode Count: 0
Comb area leader: AND-OR/OR-AND gates
Fmax: 296.5 MHz
Seq cells post-synth: 61
Clock Tree Root: clkbuf_8
Pwr dens: 305.3 mW/mm²
Die W: 89.90 µm
Hold crit path type: flop to flop
Number of enable flip-flop cells: 0
Global Route Usage Sum: 17.42%
WL per Instance: 13.74 µm
Endpoints failing setup: 0
Kind of start point of the critical path: flop
HPWL after DPL: 4073 µm
Final WL: 6442 µm
Period utilisation layout: 63.63%
XOR Share, Synth: 7.854%
Init Core Util: 41.94%
Crit path DAT: 2310 ps
Drt first pass iters: 4
Clk latency late pin: 330 ps
Layout cells sized above 1: 7.568%
Post-CTS sizing: 0
Most numerous logic cells after layout: nand2_1 (60), dfxtp_1 (59), o211a_1 (26), o21ai_0 (21), clkdlybuf4s50_1 (20)
Clock transition at path regs: 70 ps
Design Area, Final: 0.003606 mm²
Synth Area per Inst: 8.780 µm²
Rel. slew slack: 58.34%
Routed via count: 2450
Port buffer count: 21
Worst VDD drop: 0.1215 mV
Fin cells: 469
Area Growth Syn to Fin: 16.68%
Basic Gates by Area: 16.40%
Number of global-route vias before repair: 2286
Most used logic cell in the final layout: nand2_1
Synth cell types: 41
# IOs: 22
Yosys Instances: 352
Worst endpoint required time: 4240 ps
Die Height: 89.90 µm
Cells after Synth: 352
Setup tns final: 0 ps
Crit end category: primary output
Largest net degree at the start of global routing: 60
Worst Skew: 8.856 ps
Post-Place Cells: 453
Ys Warns: 1
Ao+oa area frac: 24.25%
Initial antenna violation count: 0
Total CTS buffers: 9
Placement Cell Area: 0.003379 mm²
First-pass GRT wire length: 11220 µm
Post-layout min period: 3372 ps
Maximum fanout along the worst path: 42
CTS Buffer Depth: 2
Hold-fix buffers, CTS: 0
Tot Pwr: 1101 µW
Max-Cap Viols: 0
# DRC: 0
Status: completed
Number of unconstrained endpoints: 2
Core box area: 0.007370 mm²
Via/cell ratio: 5.224
Fa+ha+maj area frac: 2.834%
YS chip area: 0.003090 mm²
Register pins left without a clock: 2
Share of async-settable or async-resettable flops after synthesis: 0%
Tool Warnings: 30
RSZ-0062 raised after global routing: false
Worst Tran Pin Value: 624.7 ps
Static Leak: 0.001542 µW
Final global-route overflow total: 0
Initial DRC Count: 90
Hold Fails Final Rpt: 0
Mapped cell area: 0.003090 mm²
Max Slew Vio Count: 0
Post-DRT Antenna Nets: 0
Setup CP Type: flop to primary output
Htree depth: 3
Area fraction in mux cells: 5.182%
CTS tree: built
Standard-cell row count: 31
[flip-flops by register name, summed over array words and instances (netlist names)]
name           cells
sr_has_data        2
sr_1              25
tx_state           2
sr_2              25
sr_cnt             5
tx_next_state      2
[stage by stage]
stage / setup slack (ps) / hold slack [ps] / util [%]
3_3_place_gp: 2166 / 447.4 / 45.86
2_1_floorplan: 2705 / 429.7 / -
3_5_place_dp: 2115 / 453.7 / 45.86
4_1_cts: 1891 / 460.4 / 48.93
5_1_grt: 1676 / 499.1 / 48.93
6_report: 1928 / 456.3 / 48.93
[cell usage after synthesis (3+ instances only)]
cell	instances	area [µm²]
nor2_1	19	71.32
xor2_1	5	43.79
nand3_1	11	55.05
ha_1	7	87.58
and2_1	9	56.30
a21boi_0	13	97.59
o21ai_0	21	105.1
mux2i_1	16	160.2
xnor2_1	12	105.1
clkbuf_1	22	82.58
dfxtp_1	59	1181
o211a_1	26	260.3
o211ai_1	13	97.59
inv_1	9	33.78
xnor3_1	3	67.56
a21oi_1	11	55.05
nor3_1	3	15.01
nand2_1	60	225.2
[critical path: stages (launching register included)]
cell	delay, ps
dfxtp_1	340
inv_1	90
ha_1	140
buf_4	420
inv_1	190
and3_1	210
a21oi_1	110
nor2_1	60
clkdlybuf4s50_1	420
[report_power, final]
group	total (µW)	switching, µW	internal, µW	leakage [µW]
combinational	152	73.5	78.1	0.000922
clock	463	176	288	0.000119
sequential	486	14.2	472	0.000501
total	1100	263	838	0.00154
[kinds of logic (layout without fill, tap and decap cells)]
kind of cell,after synthesis,after routing
multiplexers,16,16
AND-OR/OR-AND,99,99
latches,2,2
XOR/XNOR,21,21
adder cells (fa/ha/maj),7,7
AND/OR/NAND/NOR,114,114
flip-flops,59,59
buffers and inverters,34,52
[metal layers]
layer	part of all wire, %	global-route usage, %	vias to the layer above
li1	-	-	1270
met1	51	27.25	1140
met2	45	26.67	27
met3	2.6	2.491	13
met4	2.0	3.495	0
met5	0	0	-
[layout make-up]
| type | count | area (µm²) |
|---|---|---|
| Fill cell | 694 | 3764 |
| Tap cell | 99 | 123.9 |
| Clock inverter | 5 | 75.07 |
| Multi-Input combinational cell | 257 | 1760 |
| Inverter | 9 | 33.78 |
| Timing Repair Buffer | 27 | 250.2 |
| Clock buffer | 11 | 151.4 |
| Sequential cell | 61 | 1211 |
[final timing paths]
check / start / end / slack, ps / cells after the start
setup reg to reg: tx_state[1] / sr_2[3] / 3200 / 6
hold reg to reg: sr_2[24] / sr_2[24] / 460 / 2
setup / recovery: tx_state[1] / sdata / 1930 / 8
hold / removal: sr_2[24] / sr_2[24] / 460 / 2
No activity file was given, so power comes from the tool's default toggle rates.
